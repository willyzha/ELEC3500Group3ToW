$ cat flow/config.mk
export PLATFORM = sky130hd
export DESIGN_NAME = led_mux
export DESIGN_NICKNAME = led_mux
export VERILOG_FILES = /design/flow/design.v
export SDC_FILE = /design/flow/constraint.sdc
export NUM_CORES = 4
export LEC_CHECK = 1
export CORE_AREA = 10 10 70 70
export DIE_AREA = 0 0 80 80
$ cat flow/constraint.sdc
current_design led_mux

set clk_period 2.5
set clk_io_pct 0.2

create_clock -name clk0 -period $clk_period

set non_clock_inputs [all_inputs -no_clocks]
set_input_delay [expr $clk_period * $clk_io_pct] -clock clk0 $non_clock_inputs
set_output_delay [expr $clk_period * $clk_io_pct] -clock clk0 [all_outputs]
$ cat flow/design.v
 `timescale 1ns / 1ps
module led_mux(score, led_control, fake_score, speed_led, leds_out);
    input wire [6:0] score; 
	input wire [6:0] fake_score;
	input wire [6:0] speed_led;
	input wire [2:0] led_control;
    output reg [6:0] leds_out;
always @(led_control or score or fake_score or speed_led) begin
	case(led_control)
		3'b000: leds_out = 7'b0000000;  
		3'b001: leds_out = 7'b1001011;  
		3'b010: leds_out = 7'b1111111; 
		3'b011: leds_out = score; 
		3'b100: leds_out = fake_score; 
		3'b110: leds_out = speed_led; 
		default: leds_out = 7'b1001011;  
	endcase
end
endmodule
$ cat flow/run.sh
#!/bin/bash
# OpenROAD 26Q1-2900-gdf79404cd8, Yosys 0.63+post, stock flow scripts
make -C /OpenROAD-flow-scripts/flow DESIGN_CONFIG=/design/flow/config.mk WORK_HOME=/design/flow/orfs finish
==> flow_summary.ini <==
; physical design summary
[timing]
report.final.setup_viol = 0
timing_max_transition_violations_final = 0
timing.fmax_mhz = 413
count_of_endpoints_failing_hold_in_the_final_timing_report = 0
timing.slew.headroom_pct = 78.8
period_needed_ns = 2.42
setup_ws_ns = 0.0781
period_used_pct = 96.9
tightestPinTransition_ns = 0.314

[setup_path]
worst_setup_path_start_kind = input pin
crit_chain = clkdlybuf4s50_1, buf_6, buf_4, nand4bb_1, o211ai_1, clkdlybuf4s50_1
worstSetupEndpointType = primary output
crit_path_top_delay_cell = clkdlybuf4s50_1
path_delay_family = buffers and inverters
timing.critical_path.fanout_max = 8
critical_path_class = input pin to primary output
crit_path_dat_ns = 1.92
crit_top_cell = clkdlybuf4s50_1
max_stage_delay_ns = 0.50
critPathBufInv = 4
critPathRequiredTime_ns = 2.00

[floorplan]
die_width_um = 80
top_level_ports = 31
die_y_um = 80
floorplan.core_util_pct = 7.95
placement_rows = 21
chip_area_um2 = 6400
design.core.area_um2 = 3420

[drt]
wirelength_um = 1460
detail_route.iter0.violations = 5
detail_route.first_pass.iterations = 4
post_drt_via_cell_ratio = 3.89
antenna_cells = 0
wl_per_cell_um = 12.8
post-route-drc-count = 0
drt.antenna.violating_nets = 0
via_count = 444

[yosys]
synth_cell_type_count = 13
yosys_warnings = 1
synth_area_per_cell_um2 = 7.76
synthCells = 35
synth.yosys.num_cells = 35
synth.cell_area_um2 = 272
synth.yosys.chip_area_um2 = 272
yosysSeqAreaShare_pct = 0

[placement]
finalWeightedCongestion = 0.804
buffer_ports.inserted = 31
pre_cts_ws_ns = -0.0862
area_after_detailed_placement_um2 = 662

[clocking]
cts-hold-fix-buffers = 0

[layout]
num-clock-buffers = 0
seq_area_um2 = 0
areaGrowthSynthToFinish_pct = 165
layout_cells_sized_above_1_pct = 13.2
seq_cell_count = 0
finish.utilization_pct = 21.0
n_fill_cell = 371
final_design_area_no_fill_um2 = 718

[grt]
grt_antenna_before_repair = 0
global_route_wire_length_before_repair_um = 1990
grt_max_degree = 23
grt.overflow.total = 0
first_global_vias = 429
track_usage_pct = 3.76

[status]
outcome = finished clean

[power]
power_leakage_nw = 0.276
power.density_nw_per_um2 = 145
peakVddDrop_uv = 55.8
design_power_total_w = 0.000104

[run]
stage_log_warnings = 33
cap_violations = 0

[hold_path]
timing.hold.worst.class = input pin to primary output
path summary, 6_finish.rpt:
| check | from | endpoint | slack [ns] | cells past startpoint |
|---|---|---|---|---|
| min | led_control[1] | leds_out[5] | 1.66 | 5 |
| max | led_control[2] | leds_out[2] | 0.08 | 6 |
final cells by class:
cell class	count	area [µm²]	share of cell area [%]
timing repair buffer	38	415	57.8
tap	46	57.6	8.01
multi-input combinational	30	245	34.1
metrics by stage:
step	setup TNS (ns)	hold slack (ns)	instances
global placement	-0.132	2.00	111
floorplan	0	1.10	35
detailed placement	-0.152	1.99	111
CTS	-0.0317	1.89	111
global route	-0.0203	1.72	114
finish	0	1.66	114
layout by cell type, fill, tap and decap left out, drive strengths merged:
cell type,Yosys,layout
buf,4,6
clkbuf,1,1
clkdlybuf4s50,0,24
dlygate4sd2,0,3
dlymetal6s2s,0,4
nand2b,1,1
nand3b,3,3
nand4bb,3,3
nor2b,3,3
nor3,5,5
nor4,4,4
nor4bb,8,8
o211ai,3,3
per-layer routing:
layer | routed length, µm | up-vias | global-route usage (%)
met5 | 0 | - | 0
met4 | 0 | 0 | 0
met3 | 253 | 0 | 2.73
met2 | 422 | 33 | 3.85
met1 | 788 | 200 | 6.00
li1 | - | 211 | -
synthesized netlist by cell type (all sizes together):
cell | count | share of area, %
nor2b | 3 | 6.9
nor4bb | 8 | 29
nand4bb | 3 | 12
o211ai | 3 | 8.3
nor3 | 5 | 11
clkbuf | 1 | 1.4
nor4 | 4 | 9.2
nand3b | 3 | 8.3
nand2b | 1 | 2.3
buf | 4 | 11
cell families after synthesis:
group / count (synthesis) / share of synthesized area, %
simple gates: 27 / 79.7
buf+inv: 5 / 12.0
compound gates: 3 / 8.29
where the power goes:
group          internal, W  switching, W  total [W]
clock                    0             0          0
combinational    0.0000742     0.0000298   0.000104
sequential               0             0          0
timing repair:
item | in CTS | in global routing
setup buffers | 0 | 2
pin swaps | 3 | 2
endpoints found under the setup margin | 4 | 4
resized | 4 | 5
gates cloned | 0 | 1
No activity file was given, so power comes from the tool's default toggle rates.
