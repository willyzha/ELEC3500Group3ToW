`flow/design.v`:
```
`timescale 1ns / 1ps
module scorer(winrnd, right, leds_on, tie, clk, rst, fake, score, fake_score, speed_tie, speed_right, winspeed);
	input clk;		     
	input rst;	 
	input right;		 
	input leds_on;		 
	input tie;
	input winrnd;		 
	input fake;  
	input speed_tie;
	input speed_right;
	input winspeed;
	output [6:0] score;	 
   output [6:0] fake_score;	
	reg [6:0] score;	
	reg [3:0] state;	 
	reg [3:0] nxtstate;	 
	reg [6:0] fake_score;
	always @(posedge clk or posedge rst) begin
   		if (rst) state <= 5;
   		else state <= nxtstate;
	end
    wire mr;            
	assign mr = (right & leds_on & ~fake) | (~right & ~leds_on) | (leds_on & ~right & fake) |(speed_right);  
	always @(state or mr or leds_on or winrnd or tie or fake or winspeed or speed_tie) begin
		nxtstate = state;		
		if((winrnd & ~tie)|(winspeed & ~speed_tie)) begin
			if(leds_on & ~fake) begin       
				case(state)  
					5:		if(mr) nxtstate = 4; else nxtstate=6;	
					6:	if(mr) nxtstate = 5; else nxtstate=7;	
					7:	if(mr) nxtstate = 6; else nxtstate=8;	
					8:	if(mr) nxtstate = 6; else nxtstate=9;	
					4:	if(mr) nxtstate = 3; else nxtstate=5;	
					3:	if(mr) nxtstate = 2; else nxtstate =4;
					2:	if(mr) nxtstate = 1; else nxtstate=4; 
					9:	nxtstate = 9;
					1:	nxtstate = 1;
					default: nxtstate = 0;
				endcase
			end else begin  
				case(state)
					5:		if(mr) nxtstate = 4; else nxtstate=6;
					6:	if(mr) nxtstate = 5; else nxtstate=7;
					7:	if(mr) nxtstate = 6; else nxtstate=8;
					8:	if(mr) nxtstate = 7; else nxtstate=9;
					4:	if(mr) nxtstate = 3; else nxtstate=5;
					3:	if(mr) nxtstate = 2; else nxtstate=4;
					2:	if(mr) nxtstate = 1; else nxtstate=3; 
					9:	nxtstate = 9;
					1:	nxtstate = 1;	
					default: nxtstate = 0;
				endcase
			end
		end
	end
	always @(state) begin
		case(state)
		5:		begin score = 7'b0001000; fake_score = 7'b0001001; end
		6:	begin score = 7'b0010000; fake_score = 7'b0010010; end
		7:	begin score = 7'b0100000; fake_score = 7'b0011000; end
		8:	begin score = 7'b1000000; fake_score = 7'b0000011; end
		4:	begin score = 7'b0000100; fake_score = 7'b0000101; end
		3:	begin score = 7'b0000010; fake_score = 7'b0100010; end
		2:	begin score = 7'b0000001; fake_score = 7'b1000100; end
		9:	begin score = 7'b1110000; fake_score = 7'b1000010; end
		1:	begin score = 7'b0000111; fake_score = 7'b0010001; end
		default: begin score = 7'b1010101; fake_score = 7'b0001001; end 
		endcase
    end
endmodule
```
`flow/run.sh`:
```
#!/bin/bash
# OpenROAD 26Q1-2900-gdf79404cd8, Yosys 0.63+post, stock flow scripts
make -C /OpenROAD-flow-scripts/flow DESIGN_CONFIG=/design/flow/config.mk WORK_HOME=/design/flow/orfs finish
```
`flow/config.mk`:
```
export PLATFORM = sky130hd
export DESIGN_NAME = scorer
export DESIGN_NICKNAME = scorer
export VERILOG_FILES = /design/flow/design.v
export SDC_FILE = /design/flow/constraint.sdc
export NUM_CORES = 4
export LEC_CHECK = 1
export CORE_AREA = 10 10 70 70
export DIE_AREA = 0 0 80 80
```
`flow/constraint.sdc`:
```
current_design scorer

set clk_period 3.8
set clk_io_pct 0.2

create_clock -name clk0 -period $clk_period [get_ports {clk}]

set non_clock_inputs [all_inputs -no_clocks]
set_input_delay [expr $clk_period * $clk_io_pct] -clock clk0 $non_clock_inputs
set_output_delay [expr $clk_period * $clk_io_pct] -clock clk0 [all_outputs]
```
==> notes.md <==
The run has ended; figures from its reports follow.

The mean routed wirelength per cell is 11.80 um. Per the timing report, the most critical flop-to-flop path originates at state[0]. The count of cells along the worst register-to-register path came out at 4. Logged for this run, the post-placement worst setup slack is 0.9882 ns.

The number of distinct library cell variants in the gate-level netlist after synthesis came out at 36. Subtracting the final worst setup slack from the clock period gives 2.923 ns. The share of layout cells above drive strength 1 is 10.34%. The gate count of the mapped netlist came out at 100. Of the available clock period, the critical path in the final layout requires 76.92%. The tree is rooted in a clkbuf_4. The highest clock rate this design can be run at is 342.1 MHz. The worst-case reg-to-reg setup slack stands at 2.00 ns. The actual slew at the worst max-slew pin came out at 0.8267 ns. Across all stage logs, warnings added up to 25. Per the power-grid run, VDD falls by no more than 0.0002802 V.

The number of vias after detailed routing is 731. The highest metal layer carrying signal wires in the routed design is met3. The repair_antennas step left the layout with diodes totalling 0. Nets still carrying antenna violations after routing amount to 0. The number of buffers added by the clock tree synthesis step came out at 3. The post-layout instance count excluding filler cells is 162.

The run finished with clean final reports. Between the synthesized netlist and the finished layout, the area growth was recorded as 33.46%. The total met2 wirelength after detailed routing came out at 843 um.

The floorplan step defined a core boundary enclosing 0.003416 mm^2. The buffers inserted during post-CTS setup optimization came out at 0. The highest net fanout along the worst path came out at 19. CTS built an H-tree with a depth of 1. The aggregate global routing overflow came out at 0. The remaining max-slew budget at the tightest pin is 43.31%. The count of endpoints failing hold in the final timing report came out at 0. The global placement routability congestion is 0.8123. The minimum setup slack in the final design is 0.8769 ns. After routing, the total negative slack on setup checks comes to 0 ns.

The most common logic cell in the final layout is clkdlybuf4s50_1. The power report puts the leakage power at 0.3313 nW. The total of endpoints with negative setup slack in the final report is 0. TritonCTS built the clock tree. The required time at the worst-slack endpoint is 3.04 ns. The flip-flop count of the largest register after layout came out at 4. The endpoint of the most critical register-to-register path is state[1]. The number of global-route vias before repair is 693. The mean instance size in the synthesized netlist came out at 6.769 um^2.

The floorplan die height came out at 80 um. In the final layout, the registers with the most flip-flops are state x4. The endpoint arrival time on the critical path is 2.16 ns. As reported, the later end of the worst-skew pair has a clock insertion delay of 0.24 ns. The detailed-routed wire length on met3 came out at 201 um. The placement row count came out at 21. The initial utilization of the core area, before any placement, comes to 19.82%. The count of buffers added on input and output ports is 23. The worst setup path is of the reg -> out kind. The maximum clock skew at final layout is 0.0007855 ns.

Yosys stat counts 100 cells in the synthesized netlist. For this design, the sink count on the clock tree is 4. The number of pins exceeding their max-slew limit in the final report came out at 0. The x dimension of the die is 80 um.

The power per unit of standard cell area is 733.0 mW/mm^2. The launching instance or port of the critical path is state[1]. Setup repair after global routing left no endpoint under its margin.

The hold buffer count at cts is 0. The core occupancy in the finished layout came out at 26.45%. STA classifies the critical path endpoint as a primary output. The violation count after the first detailed-route iteration is 30. The met1 routed wirelength after detailed routing came out at 868 um.

The overall chip area is 0.006400 mm^2. The longest clock path from root to sink contains 2 buffers. The clock-pin transition on the worst setup and hold timing paths is 0.04 ns. The count of maximum capacitance violations came out at 0. The post-cts sizing count came out at 0. The type of the most critical hold path is in -> async. Ranked by flip-flop count, first place goes to state.

The number of warnings issued by yosys came out at 1. In the layout the commonest cells are 23 x clkdlybuf4s50_1, 15 x nor2_1, 10 x nand2_1, 10 x a21oi_1, 8 x nor3_1. The total cell area reported by yosys after synthesis is 676.9 um^2. The mean number of vias per cell is 4.512. The number of placed instances, taps included, is 159. The maximum number of pins on one net before global-route repair is 23. TritonRoute reported its final design rule violation total as 0. The sequential share of the synthesized area is 15.16%.

The number of antenna violations at the first check in global routing is 0. The first global-routing pass estimated 3256 um of wire. The total wirelength of the detailed-routed design is 1912 um. In this run the count of I/O pins placed on the die edge is 24. Counting flops and latches in the post-synthesis netlist gives 4.

The netlist area before placement is 676.9 um^2. The HPWL reported at the end of detailed placement is 1404 um. The global-route usage over all layers came out at 6.079%. The startpoint kind of the worst setup timing path is a flip-flop.

The first-pass iteration count of the detailed router is 4.
## report_power, final
group	internal [mW]	total, mW	switching [mW]
combinational	0.286	0.443	0.157
sequential	0.0702	0.164	0.0940
clock	0.0355	0.0551	0.0197
## logic make-up (layout without fill, tap and decap cells)
group           after synthesis  in the layout  synth area share [%]
simple gates                 44             44                 33.27
buf+inv                      15             31                 15.16
flops                         4              4                 15.16
compound gates               33             33                 31.05
mux                           1              1                 1.479
xor+xnor                      3              3                 3.882
## area by class of cell
class / instances / area [um^2]
Multi-Input combinational cell: 81 / 471.7
Tap cell: 46 / 57.56
Clock buffer: 3 / 22.52
Inverter: 5 / 18.77
Fill cell: 384 / 2512
Sequential cell: 4 / 102.6
Timing Repair Buffer: 23 / 230.2
## routing by layer
layer | track usage [%] | vias up
met3 | 3.182 | 0
met4 | 0.3521 | 0
met5 | 0 | -
li1 | - | 380
met2 | 9.230 | 25
met1 | 7.821 | 326
## synth_stat cells, drive strengths merged
cell type,number,area [um^2]
o21ai,7,35.03
and2,1,7.510
o22a,1,10.01
a31oi,2,12.51
nor2b,4,32.53
clkinv,2,7.510
a21o,2,16.27
inv,3,11.26
a311oi,1,8.760
or3,1,6.260
mux2i,1,10.01
dfstp,2,52.55
nor2,15,56.30
clkbuf,7,53.80
and2b,1,8.760
nor3b,1,12.51
o21a,3,22.52
or2b,1,8.760
a21oi,10,50.05
nand2b,1,6.260
o2111ai,1,8.760
o221ai,1,8.760
dfrtp,2,50.05
nor3,8,40.04
o21bai,1,7.510
o22ai,3,18.77
nand2,10,37.54
xnor2,3,26.28
nor4b,1,8.760
o221a,1,11.26
buf,3,30.03
## worst max-delay path by stage
stage | to | slack [ns] | cells past startpoint
finish | score[5] | 0.88 | 4
CTS | fake_score[6] | 0.89 | 5
global route | score[5] | 0.64 | 4
## worst max-delay path, cell delays in order, from the launching register on
cell and delay [ns]:
dfrtp_1 0.58, nor2_1 0.45, nand2_1 0.22, a21oi_1 0.18, clkdlybuf4s50_1 0.49
## metrics by stage
step           power (mW)  area, um^2  hold slack, ns
2_1_floorplan      0.4096       676.9          0.5246
3_5_place_dp       0.6103       880.8          0.7219
3_3_place_gp       0.6161       880.8          0.7300
6_report           0.6622       903.4          0.7049
5_1_grt            0.7389       903.4          0.7309
4_1_cts            0.6733       903.4          0.7040
Power is estimated from default activity; no workload was simulated.
